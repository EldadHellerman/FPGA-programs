### config.mk
export PLATFORM = sky130hd
export DESIGN_NAME = seven_segment_using_case
export DESIGN_NICKNAME = seven_segment_using_case
export VERILOG_FILES = /design/flow/design.v
export SDC_FILE = /design/flow/constraint.sdc
export NUM_CORES = 4
export LEC_CHECK = 1
export CORE_AREA = 10 10 70 70
export DIE_AREA = 0 0 80 80
### constraint.sdc
current_design seven_segment_using_case

set clk_period 2.2
set clk_io_pct 0.2

create_clock -name clk0 -period $clk_period

set non_clock_inputs [all_inputs -no_clocks]
set_input_delay [expr $clk_period * $clk_io_pct] -clock clk0 $non_clock_inputs
set_output_delay [expr $clk_period * $clk_io_pct] -clock clk0 [all_outputs]
### design.v
module seven_segment_using_lut
        #(parameter COMMON_ANODE = 0)
        (input [3:0] n, output [6:0] segments);
    LUT4 lut_a ( .I0(n[0]), .I1(n[1]), .I2(n[2]), .I3(n[3]), .F(segments[0]));
    LUT4 lut_b ( .I0(n[0]), .I1(n[1]), .I2(n[2]), .I3(n[3]), .F(segments[1]));
    LUT4 lut_c ( .I0(n[0]), .I1(n[1]), .I2(n[2]), .I3(n[3]), .F(segments[2]));
    LUT4 lut_d ( .I0(n[0]), .I1(n[1]), .I2(n[2]), .I3(n[3]), .F(segments[3]));
    LUT4 lut_e ( .I0(n[0]), .I1(n[1]), .I2(n[2]), .I3(n[3]), .F(segments[4]));
    LUT4 lut_f ( .I0(n[0]), .I1(n[1]), .I2(n[2]), .I3(n[3]), .F(segments[5]));
    LUT4 lut_g ( .I0(n[0]), .I1(n[1]), .I2(n[2]), .I3(n[3]), .F(segments[6]));
    defparam lut_a .INIT = COMMON_ANODE ? ~16'b110001_1111101101 : 16'b110001_1111101101;
    defparam lut_b .INIT = COMMON_ANODE ? ~16'b001001_1110011111 : 16'b001001_1110011111;
    defparam lut_c .INIT = COMMON_ANODE ? ~16'b001011_1111111011 : 16'b001011_1111111011;
    defparam lut_d .INIT = COMMON_ANODE ? ~16'b011110_1101101101 : 16'b011110_1101101101;
    defparam lut_e .INIT = COMMON_ANODE ? ~16'b111111_0101000101 : 16'b111111_0101000101;
    defparam lut_f .INIT = COMMON_ANODE ? ~16'b110011_1101110001 : 16'b110011_1101110001;
    defparam lut_g .INIT = COMMON_ANODE ? ~16'b111111_1101111100 : 16'b111111_1101111100;
endmodule
module seven_segment_using_case
        #(parameter COMMON_ANODE = 0)
        (input [3:0] number, output [6:0] segments);
    reg [6:0] out;
    assign segments = COMMON_ANODE ? ~out : out;
    always @(number) begin
        case(number)
            4'h0: out = 7'b0111111;
            4'h1: out = 7'b0000110;
            4'h2: out = 7'b1011011;
            4'h3: out = 7'b1001111;
            4'h4: out = 7'b1100110;
            4'h5: out = 7'b1101101;
            4'h6: out = 7'b1111101;
            4'h7: out = 7'b0000111;
            4'h8: out = 7'b1111111;
            4'h9: out = 7'b1101111;
            4'hA: out = 7'b1110111;
            4'hb: out = 7'b1111100;
            4'hc: out = 7'b1011000;
            4'hd: out = 7'b1011110;
            4'hE: out = 7'b1111001;
            4'hF: out = 7'b1110001;
        endcase
    end
endmodule
### run.sh
#!/bin/bash
# OpenROAD 26Q1-2900-gdf79404cd8, Yosys 0.63+post, stock flow scripts
make -C /OpenROAD-flow-scripts/flow DESIGN_CONFIG=/design/flow/config.mk WORK_HOME=/design/flow/orfs finish
==> impl_metrics.tcl <==
# flow metrics
set metrics [dict create \
    outcome "finished, final reports clean" \
    number_of_diodes 0 \
    place.gp.congestion 0.762 \
    worst_hold_startpoint "number[2]" \
    worstSetupPathType "primary input to output port" \
    drt-vias-per-instance 2.91 \
    library_cell_with_the_highest_instance_count_after_synthesis "sky130_fd_sc_hd__ha_1" \
    period_needed_ps 2120 \
    routed_wl_per_cell_um 8.11 \
    multiInputGateArea_um2 259 \
    drt_pass1_iterations 2 \
    post-route-util 0.163 \
    setup_viol 0 \
    min-delay-path-class "primary input to output port" \
    mappedNetlistArea_um2 269 \
    wl_um 835 \
    period_used_share 0.963 \
    chip_area_from_the_yosys_synthesis_statistics_um2 269 \
    postCtsSetupBuffers 0 \
    ys_seq_share 0 \
    slew-limit-headroom 0.878 \
    openroad.warnings 39 \
    hold-path-cell-count 3 \
    yosys-top-cells-area "sky130_fd_sc_hd__ha_1, sky130_fd_sc_hd__mux4_2, sky130_fd_sc_hd__inv_1, sky130_fd_sc_hd__nand2b_1, sky130_fd_sc_hd__nor2b_1" \
    cp.arrival_ps 1680 \
    timing.critical_path.from_type "primary input" \
    worst-slew-pin-transition_ps 181 \
    seq_cell_count 0 \
    grt_pass1_wl_mm 1.29 \
    fill_cells 397 \
    place_ws_ps -561 \
    first_global_vias 300 \
    ant_nets 0 \
    ys_warnings 1 \
    hold_viol 0 \
    postSynthAreaPerCell_um2 8.41 \
    finalMaxSlewViolations 0 \
    post-route-drc-count 0 \
    rows 21 \
    finalSetupTns_ps 0 \
    chipArea_um2 6400 \
    yosys-top-cells-count "sky130_fd_sc_hd__ha_1, sky130_fd_sc_hd__inv_1, sky130_fd_sc_hd__nand2b_1, sky130_fd_sc_hd__nor2b_1, sky130_fd_sc_hd__mux4_2" \
    cts_hold_repair.buffers 0 \
    maxClockFrequency_mhz 472 \
    die.size.y_um 80 \
    design_power_total_mw 0.0847 \
    drive_above_1_share 0.456 \
    power.static_leakage_nw 0.258 \
    drv.max_cap_violation_count 0 \
    placement.io_buffers 11 \
    area_delta_synth_final_pct 107 \
    placeableCoreArea_um2 3420 \
    register_area_um2 0 \
    post_synth_num_cell_types 16 \
    num_io_pins 11 \
    synth.yosys.num_cells 32 \
    route.vias.total 300 \
    setup_slack_ps 80.3 \
    power_per_cell_area_nw_per_um2 152 \
    detailedRoute.firstIterationViolations 6 \
    holdPathEnd "segments[4]" \
    clockBufferCount 0 \
    die-width_um 80 \
    critical_path.endpoint_type "output port" \
    antenna_violations_before_repair 0 \
    track_usage 0.0241 \
    grt_max_degree 6 \
    place.detailed.hpwl_um 750 \
    globalRouteOverflowTotal 0 \
    floorplanUtilization 0.0788 \
    top_area_frac 0.326 \
    cp_max_fo 5 \
    synth.largest_area_cell "sky130_fd_sc_hd__ha_1" \
    irDropWorstVdd_uv 29.2 \
    worst-endpoint-required_ps 1760 \
    unrepaired_setup_endpoints_after_global_routing "false" \
    synthesis.instances 32 \
]
==> worst max path at each step <==
stage	endpoint	slack, ps	start	cells past startpoint
finish	segments[6]	80	number[3]	5
global route	segments[6]	30	number[3]	5
CTS	segments[3]	-20	number[0]	7
==> area by class of cell <==
class	instances	area share
multi-input cells	24	0.465
repair buffers	26	0.384
well taps	46	0.103
inverters	7	0.0472
==> layer usage <==
metal	track usage	vias up	part of all wire
met4	0	0	0
met3	0.00682	0	0.062
met2	0.0377	6	0.42
met1	0.0339	135	0.52
li1	-	159	-
met5	0	-	0
==> logic make-up after synthesis <==
logic type,after synthesis,share of synthesized area
simple gates,8,0.181
buf+inv,8,0.116
compound gates,7,0.209
fa+ha+maj,7,0.326
mux,2,0.167
==> cells in the final DEF, fill, tap and decap left out, drive strengths merged <==
cell type,Yosys,layout
o32a,1,1
buf,1,17
dlymetal6s2s,0,1
a21oi,1,1
inv,7,7
clkdlybuf4s50,0,1
nand2b,3,3
a211o,1,1
mux4,2,2
o21bai,1,1
o31ai,1,1
clkdlybuf4s15,0,1
dlygate4sd2,0,6
ha,7,7
nor2b,3,3
nand2,1,1
o22a,1,1
and2b,1,1
a31o,1,1
==> power by group <==
| group | leakage, nW | internal (mW) | switching [mW] |
|---|---|---|---|
| Combinational | 0.258 | 0.0535 | 0.0311 |
| Clock | 0 | 0 | 0 |
| Sequential | 0 | 0 | 0 |
==> timing repair <==
item | CTS | global route
endpoints found under the setup margin | 7 | 4
endpoints found under the hold margin | 0 | 0
gates cloned | 0 | 0
resized | 19 | 6
==> worst max-delay path, stage by stage <==
cell and delay [ps]:
sky130_fd_sc_hd__dlygate4sd2_1 280, sky130_fd_sc_hd__buf_4 160, sky130_fd_sc_hd__buf_4 130, sky130_fd_sc_hd__a211o_1 260
sky130_fd_sc_hd__clkdlybuf4s50_1 410
==> through the flow <==
stage	hold slack, ps	instances	instance area [um^2]
6_report	1480	103	557
5_1_grt	1540	103	557
4_1_cts	1510	103	553
3_5_place_dp	1950	103	544
3_3_place_gp	1940	103	544
2_1_floorplan	950	32	269
Power is estimated from default activity; no workload was simulated.
